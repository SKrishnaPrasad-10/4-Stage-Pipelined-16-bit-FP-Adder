==> ./design.v <==
module fpadder( input [15:0] A, input [15:0] B, input clk, input rst, output reg [15:0] C);
reg sign_a, sign_b, sign_a1, sign_b1;
reg sign_c,sign_c1,sign_c2,sign_c3;
reg [4:0] exp_a, exp_b, exp_c, exp_c1,exp_c2,exp_c3;
reg [9:0] man_a, man_b;
reg [10:0] nor_man_a, nor_man_b, nor_man_a1, nor_man_b1;
reg [11:0] sum_c,sum_c1,sum_c2;
reg [11:0] nor_sum_c,nor_sum_c1;
reg [4:0] nor_exp_c,nor_exp_c1;
reg [4:0] rshift, lshift;
parameter d0 = 4'b0000,
		    d1 = 4'b0001,
		    d2 = 4'b0010,
		    d3 = 4'b0011,
		    d4 = 4'b0100,
		    d5 = 4'b0101,
		    d6 = 4'b0110,
		    d7 = 4'b0111,
		    d8 = 4'b1000,
		    d9 = 4'b1001;
always @(*)
	begin
	sign_a = A[15];     
	exp_a = A[14:10];
	man_a = A[9:0];
	sign_b = B[15];
	exp_b = B[14:10];
	man_b = B[9:0];
	end
always @(*) begin
	if (exp_a > exp_b) begin   
		exp_c = exp_a;
		nor_man_a = {1'b1, man_a};
		nor_man_b = {1'b1, man_b} >> (exp_a - exp_b);
		end
	else begin
		exp_c = exp_b;
		nor_man_b = {1'b1, man_b};
		nor_man_a = {1'b1, man_a} >> (exp_b - exp_a);
		end
end
always @(posedge clk) begin   
		nor_man_a1 <= nor_man_a;
		nor_man_b1 <= nor_man_b;
		exp_c1 <= exp_c;
		sign_a1 <= sign_a;
		sign_b1 <= sign_b;
end
always @(*) begin
	if (sign_a1 == sign_b1) begin   
		sign_c1 = sign_a1;
		sum_c = nor_man_a1 + nor_man_b1;
	end
	else if(nor_man_a1 > nor_man_b1) begin  
			sign_c1 = sign_a1;
			sum_c = nor_man_a1 + ((~nor_man_b1) + 1'b1);
		end
	else if(nor_man_b1 > nor_man_a1) begin
			sign_c1 = sign_b1;
			sum_c = nor_man_b1 + ((~nor_man_a1) + 1'b1);
		end
end
always @(posedge clk) begin  
	exp_c2 <= exp_c1;
	sign_c2 <= sign_c1;
	sum_c1 <= sum_c;
end
always @(*) begin    
	if (sum_c1[11] == 1'b1) begin
		rshift = d1;
		end
	else if (sum_c1[10] == 1'b1) begin
		lshift = d0;
		end
	else if (sum_c1[9] == 1'b1) begin
		lshift = d1;
		end
	else if (sum_c1[8] == 1'b1) begin
		lshift = d2;
		end
	else if (sum_c1[7] == 1'b1) begin
		lshift = d3;
		end
	else if (sum_c1[6] == 1'b1) begin
		lshift = d4;
		end
	else if (sum_c1[5] == 1'b1) begin
		lshift = d5;
		end
	else if (sum_c1[4] == 1'b1) begin
		lshift = d6;
		end
	else if (sum_c1[3] == 1'b1) begin
		lshift = d7;
		end
	else if (sum_c1[2] == 1'b1) begin
		lshift = d8;
		end
	else if (sum_c1[1] == 1'b1) begin
		lshift = d9;
		end
end
always @(posedge clk) begin  
	exp_c3 <= exp_c2;
	sign_c3 <= sign_c2;
	sum_c2 <= sum_c1;
end
always @(*) begin
	if (sum_c2[11] == 1'b1) begin      
		nor_sum_c1 = sum_c2 >> 1'b1;
		nor_exp_c1 = (exp_c3  + 'b01);
		end
	else if (sum_c2[10] == 1'b1) begin
		nor_sum_c1 = sum_c2 ;
		nor_exp_c1 = exp_c3 ;
		end
	else if (sum_c2[9] == 1'b1) begin
		nor_sum_c1 = sum_c2 << 2'b01;
		nor_exp_c1 = (exp_c3 - 'b01);
		end
	else if (sum_c2[8] == 1'b1) begin
		nor_sum_c1 = sum_c2 << 3'b10;
		nor_exp_c1 = (exp_c3 - 'b10);
		end
	else if (sum_c2[7] == 1'b1) begin
		nor_sum_c1 = sum_c2 << 2'b11;
		nor_exp_c1 = (exp_c3 - 'b11);
		end
	else if (sum_c2[6] == 1'b1) begin
		nor_sum_c1 = sum_c2 << 3'b100;
		nor_exp_c1 = (exp_c3 - 'b100);
		end
	else if (sum_c2[5] == 1'b1) begin
		nor_sum_c1 = sum_c2 << 3'b101;
		nor_exp_c1 = (exp_c3 - 'b101);
		end
	else if (sum_c2[4] == 1'b1) begin
		nor_sum_c1 = sum_c2 << 3'b110;
		nor_exp_c1 = (exp_c3 - 'b110);
		end
	else if (sum_c2[3] == 1'b1) begin
		nor_sum_c1 = sum_c2 << 3'b111;
		nor_exp_c1 = (exp_c3 - 'b111);
		end
	else if (sum_c2[2] == 1'b1) begin
		nor_sum_c1 = sum_c2 << 4'b1000;
		nor_exp_c1 = (exp_c3 - 'b1000);
		end
	else if (sum_c2[1] == 1'b1) begin
		nor_sum_c1 = sum_c2 << 4'b1001;
		nor_exp_c1 = (exp_c3 - 'b1001);
		end
	else begin
		nor_sum_c1 = sum_c2;
		nor_exp_c1 = exp_c3;
	end
end
always @(posedge clk) begin    
		nor_sum_c <= nor_sum_c1;
		nor_exp_c <= nor_exp_c1;
		sign_c <= sign_c3;
end
always @(*) begin
		if( (A==0) && (B==0)) begin  
				C = 0; end 
			else begin
		 C = {sign_c,nor_exp_c[4:0], nor_sum_c[9:0]};  
		end
end
endmodule
==> ./run.sh <==
#!/bin/bash
# OpenROAD 26Q1-2900-gdf79404cd8, Yosys 0.63+post, stock flow scripts
make -C /OpenROAD-flow-scripts/flow DESIGN_CONFIG=/design/flow/config.mk WORK_HOME=/design/flow/orfs finish
==> ./config.mk <==
export PLATFORM = sky130hd
export DESIGN_NAME = fpadder
export DESIGN_NICKNAME = fpadder
export VERILOG_FILES = /design/flow/design.v
export SDC_FILE = /design/flow/constraint.sdc
export NUM_CORES = 4
export LEC_CHECK = 1
export CORE_UTILIZATION = 30
==> ./constraint.sdc <==
current_design fpadder

set clk_period 4.8
set clk_io_pct 0.2

create_clock -name clk0 -period $clk_period [get_ports {clk}]

set non_clock_inputs [all_inputs -no_clocks]
set_input_delay [expr $clk_period * $clk_io_pct] -clock clk0 $non_clock_inputs
set_output_delay [expr $clk_period * $clk_io_pct] -clock clk0 [all_outputs]
==> results.tsv <==
stage	metric	value	unit
clock_tree	# Post-CTS Setup Buffers	0	
grt	met1 Use GR	20.9	%
sta	unrepaired setup endpoints after global routing	no	
layout	logic area	3960	um2
sta	endpoints left unconstrained	26	
floorplanning	Init Core Util	30.8	%
floorplanning	num ports	50	
layout	final std cells w/o fill	1064	
status	outcome	finished, final reports clean	
pwr	power per standard cell area	327	nW/um2
pwr	sequential power share	33.6	%
detailed_routing	post-DR vias/cell	4.98	
pwr	Clock Power Share	27.4	%
grt	vias in the first global route	4721	
synth	asr flop ratio synth	0	%
placement	input/output buffers	48	
pwr	Combinational Power Share	39.0	%
synth	number of enable flip-flop cells	0	
critical_path	Crit path buffers/inverters	3	
sta	final period utilization	79.3	%
clock_tree	Resize count post-CTS	0	
floorplanning	Core ar.	20300	um2
sta	final number of hold-violating endpoints	0	
synth	average size of a mapped cell	8.10	um2
clock_tree	CTS tree	built	
grt	GR Util met2	21.5	%
detailed_routing	vias	5300	
synth	Distinct cells, synth	74	
clock_tree	clock-pin slew on the worst setup and hold paths	0.06	ns
floorplanning	die width	146	um
synth	Mapped Cells	771	
sta	count of unclocked register or latch pins	13	
detailed_routing	DR pass1 iterations	5	
layout	Fill cells	2108	
sta	post-route minimum period	3.81	ns
clock_tree	Latency at later pin	0.33	ns
synth	Post-Syn Area	6250	um2
grt	total track usage	13.8	%
clock_tree	Clock Path Buffers	2	
worst_hold_path	Hold Path Class	reg -> reg	
clock_tree	number of buffers created by CTS	9	
sta	Final Setup Violations	0	
grt	largest net degree at the start of global routing	29	
synth	post-synth top area cell	dfxtp_1	
critical_path	CP Depth	7	
pwr	Leak	2.98	nW
clock_tree	H-tree depth	3	
synth	Commonest flop	dfxtp_1	
critical_path	Required @ worst endpoint	3.84	ns
synth	top cells, area	dfxtp_1, ha_1, a21oi_1, mux2i_1, nand2_1	
detailed_routing	Antenna Diode Count	0	
placement	DP Wirelength	10800	um
grt	Top Usage Layer GRT	met2	
sta	Fmax	263	MHz
detailed_routing	DR iter-0 viols	309	
pwr	post-layout power	0.00236	W
placement	GP Congestion	0.902	
layout	P&R area growth vs syn	15.2	%
detailed_routing	Final ANT Viol Nets	0	
synth	ys cells	771	
critical_path	critical path's slowest cell	clkdlybuf4s50_1	
critical_path	critical path class	in -> out	
synth	Yosys Chip Area	6250	um2
floorplanning	Die Height	146	um
critical_path	critical path cell sequence	clkdlybuf4s50_1 > nor4_1 > nand4_1 > nor2_1 > buf_4 > nor2b_1 > clkdlybuf4s50_1	
critical_path	crit-path leading delay family	buffers and inverters	
sta	relative slew slack	46.8	%
grt	grt ovf	0	
clock_tree	root buffer cell	clkbuf_16	
grt	GR Util met3	1.72	%
clock_tree	# hold bufs at CTS	0	
layout	Sequential Area	1820	um2
grt	first-pass GRT wire length	24000	um
synth	top cell type by instance count after synthesis	dfxtp_1	
worst_hold_path	WHS Path Cells	0	
grt	number of antenna violations at the first check in global routing	0	
sta	Slew @ Worst Pin	0.797	ns
layout	share of cells above drive strength 1	7.05	%
synth	Synth Register Bits	94	
synth	commonest cells in the netlist	dfxtp_1, nand2_1, a21oi_1	
detailed_routing	routed wire length	14400	um
synth	top cell type's share of synthesized area	26.0	%
detailed_routing	DRC viols	0	
pwr	Peak supply drop	145	uV
critical_path	worst reg2reg path depth	8	
critical_path	Critical Path Start Type	primary input	
floorplanning	die area	21400	um2
detailed_routing	routed len/inst	13.5	um
sta	Slew Limit Fails	0	
critical_path	Arrival @ worst endpoint	2.85	ns
sta	setup TNS	0	ns
placement	placed cells	1048	
pwr	NetSw	0.000840	W
run	max_cap viols	0	
pwr	Internal	0.00152	W
critical_path	CP peak stage delay	0.50	ns
pwr	Net Sw Frac	35.7	%
sta	Worst Skew	0.00337	ns
critical_path	Worst setup EP type	primary output	
run	OpenROAD warnings	60	
critical_path	cell mode on critical path	clkdlybuf4s50_1	
critical_path	crit-path max FO	16	
synth	Syn. warnings	1	
floorplanning	cell row count	52	
cells in the final DEF, fill, tap and decap left out, types with 12 or more instances in the layout:
master | Yosys | layout
dfxtp_1 | 81 | 81
nand2_1 | 76 | 76
a21oi_1 | 71 | 70
inv_1 | 63 | 63
ha_1 | 53 | 53
o21ai_0 | 51 | 51
clkdlybuf4s50_1 | 0 | 48
nor2_1 | 45 | 45
nor2b_1 | 33 | 33
mux2i_1 | 30 | 30
o31ai_1 | 21 | 21
xnor2_1 | 15 | 15
nor4_1 | 13 | 13
dlxtn_1 | 13 | 13
nor3_1 | 12 | 12
kinds of logic (layout without fill, tap and decap cells):
family / count (synthesis) / count (layout) / synth area share, %
AND-OR/OR-AND: 226 / 226 / 23.9
AND/OR/NAND/NOR: 218 / 218 / 16.7
buffers and inverters: 115 / 138 / 7.55
flip-flops: 81 / 81 / 26.0
adder cells (fa/ha/maj): 58 / 58 / 12.2
multiplexers: 40 / 40 / 7.75
XOR/XNOR: 20 / 20 / 2.80
latches: 13 / 13 / 3.12
layer usage:
layer / share of wire (%) / vias up
li1: - / 2753
met1: 49 / 2376
met2: 45 / 154
met3: 4.5 / 17
met4: 1.5 / 0
met5: 0 / -
final cells by class:
cell class	instances	share of cell area [%]
clock buffers	10	3.32
clock inverters	6	0.660
inverters	64	3.34
multi-input cells	562	55.0
flip-flops and latches	94	25.2
well taps	270	4.69
repair buffers	58	7.72
final timing paths:
kind | from | endpoint | slack [ns]
worst max-delay path | B[3] | C[13] | 0.99
worst min-delay path | exp_c2[2] | exp_c3[2] | 0.33
worst max register to register | exp_c3[2] | nor_exp_c[3] | 2.25
worst min register to register | exp_c2[2] | exp_c3[2] | 0.33
flip-flops by register name (all words and copies together), names as in the netlist, 5 cells and up:
register,count
exp_c3,5
exp_c2,5
nor_man_a1,11
nor_sum_c,10
exp_c1,5
sum_c2,12
nor_exp_c,5
sum_c,12
sum_c1,12
nor_man_b1,11
stage by stage:
| stage | hold slack (ns) | util, % | cell area (um2) | setup WS [ns] |
|---|---|---|---|---|
| final | 0.325 | 35.5 | 7200 | 0.994 |
| after global routing | 0.331 | 35.5 | 7200 | 0.819 |
| after CTS | 0.326 | 35.5 | 7200 | 0.943 |
| after detailed placement | 0.312 | 34.1 | 6910 | 0.888 |
| after global placement | 0.310 | 34.1 | 6910 | 0.888 |
| after floorplan | 0.310 | - | 6250 | 1.82 |
power by group through the flow:
stage	sequential [W]	combinational (W)	clock, W
6_report	0.000791	0.000919	0.000645
4_1_cts	0.000792	0.000919	0.000667
5_1_grt	0.000800	0.00103	0.000695
Power and IR drop assume default switching activity.
